==> /design/flow/design.v <==
module data_control
  (
    input wire iClock,
    input wire iReset,
    input wire iWriteRead,         
    input wire [7:0] iBlocks,      
    input wire iMultipleData,      
    input wire iTimeout_enable,
    input wire [15:0] iTimeout_reg,  
    input wire iNewData,             
    input wire iSerial_ready ,        
    input wire iTimeout,
    input wire iComplete,            
    input wire iAck,                 
    input wire iFIFO_ok,
    output wire oData_transfer_complete,   
    output wire oSend,                
    output wire oAck,                     
    output wire [3:0] oBlocks,       
    output wire [15:0] oTimeout_val,  
    output wire oWriteRead,           
    output wire oMultipleData,        
    output wire oIdle                 
  );
parameter SIZE = 3;
parameter IDLE = 3'b111, SETTING_OUTPUTS = 3'b110, CHECK_FIFO = 3'b101;
parameter TRANSMIT = 3'b100, ACK = 3'b011;
reg [SIZE-1:0] rState;
reg [SIZE-1:0] rNext_state;
reg rTemp_Idle;
reg rTemp_send;
reg rTemp_Ack;
reg rTemp_Data_Complete;
always @ (posedge iClock)
begin: FSM_control
if (iReset) begin
  rState <= #1 IDLE;
  rTemp_Data_Complete <= 0;
  rTemp_send <= 0;
  rTemp_Ack <= 0;
  rTemp_Idle <= 0;
end
else begin
  case (rState)
    IDLE: begin
          rTemp_Ack <= 0;
          if (~iNewData) begin
              rTemp_Idle <= 1;
              rState <= #1 IDLE;
           end
           else begin
              rState <= #1 SETTING_OUTPUTS;
           end
        end
   SETTING_OUTPUTS:
          if (iSerial_ready) begin
              rTemp_Idle <= 0;
              rState <= #1 CHECK_FIFO;
          end
          else begin
              rTemp_Idle <= 0;
              rState <= #1 SETTING_OUTPUTS;
          end
    CHECK_FIFO:
          if (iFIFO_ok) begin
              rTemp_Idle <= 0;
              rState <= #1 TRANSMIT;
          end
          else begin
              rTemp_Idle <= 0;
              rState <= #1 CHECK_FIFO;
          end
      TRANSMIT:
          if (~iComplete) begin
              rTemp_send <= 1'b1;
              rState <= #1 TRANSMIT;
          end
          else begin
              rTemp_send <= 0;
              rState <= #1 ACK;
          end
      ACK: begin
          rTemp_Ack <= 1'b1;
          if (~iAck) begin
              rState <= #1 ACK;
          end
          else begin
                rTemp_Data_Complete <= 1'b1;
                rState <= IDLE;
          end
        end
    default: rState <= #1 IDLE;
  endcase
  end
end
assign oIdle = rTemp_Idle;
assign oSend = rTemp_send;
assign oAck = rTemp_Ack;
assign oData_transfer_complete = rTemp_Data_Complete;
endmodule     
module data_send
(
  input wire iService,         
  input wire iAck,             
  input wire iIdle,            
  input wire [15:0] iTimeout_reg,  
  input wire [7:0] iBlocks,      
  input wire iWriteRead,         
  input wire iMultipleData,      
  input wire [31:0] iData_from_FIFO,
  input wire iReset,
  input wire iClock,              
  input wire iSD_clock,           
  input wire iData_pin,           
  input wire iSend,
  input wire iData_from_SD,          
  output wire oSerial_ready ,     
  output wire oComplete,          
  output wire oAck,               
  output wire oTimeout_oc,        
  output wire oRead_enable,       
  output wire oWrite_enable,      
  output wire oPad_enable,
  output wire oRead_reset,
  output wire oComplete_lectura,
  output wire oComplete_escritura,
  output wire oReadEn_in,
  output wire oWriteEn_in,
  output wire oClear_in,
  output wire [31:0] oData_to_FIFO
);
parameter SIZE = 4;
parameter IDLE = 4'b1111, FIFO_READ = 4'b1110, LOAD_WRITE = 4'b1101, SEND = 4'b1100;
parameter WAIT_RESPONSE = 4'b1011, READ = 4'b1010, READ_FIFO_WRITE = 4'b1001;
parameter READ_WRAPPER_RESET = 4'b1000, WAIT_ACK = 4'b0111, SEND_ACK = 4'b0110;
reg [SIZE-1:0] rState;
reg [SIZE-1:0] rNext_state;
reg rTemp_Serial_ready, rTemp_Complete, rTemp_oAck;
reg rTemp_Read_enable, rTemp_Write_enable;
reg [31:0] rTemp_Data_from_fifo;
reg rTemp_enable_pad, TEMP, rRead_reset;
reg rComplete_Escritura, rComplete_Lectura, rWrite_reset;
reg rTemp_iReadEn_in, rTemp_iWriteEn_in, rTemp_iClear_in;   
integer Contador=0;
serial_parallel lectura
(
  .iEnable(rTemp_Read_enable),
  .iFrame_size(iBlocks),
  .iSerial(iData_from_SD),
  .iReset(oRead_reset),
  .iSD_clock(iSD_clock),
  .oParallel(oData_to_FIFO),
  .oComplete(oComplete_lectura)
);
parallel_serial escritura
(
  .iEnable(oWrite_enable),
  .iFrame_size(iBlocks),
  .iReset(oWrite_reset),
  .iSD_clock(iSD_clock),
  .iParallel(iData_from_FIFO),
  .oSerial(iData_pin),
  .iMultipleData(iMultipleData),
  .oComplete(oComplete_escritura)
);
always @ (posedge iSD_clock)
begin: FSM_fisica
  if (iReset) begin
    rState <= #1 IDLE;
    rTemp_Serial_ready <= 0;
    rTemp_oAck <= 0;
    rTemp_Read_enable <= 0;
    rTemp_Write_enable <= 0;
    rRead_reset <= 1'b0;
    rTemp_iWriteEn_in = 1'b1;
    rTemp_iClear_in = 1'b1;
    rTemp_iReadEn_in = 1'b0;
  end
  else begin
    case (rState)
       IDLE: begin
            rTemp_Write_enable <= 0;
            rTemp_Serial_ready <= 1'b1;
            rTemp_Complete <= 0;
            rTemp_oAck <= 0;
            rWrite_reset <= 0;
            rTemp_iWriteEn_in = 1'b1;
            rTemp_iClear_in = 1'b1;
            rTemp_iReadEn_in = 1'b0;
            if (~iService) begin
              rState <= #1 IDLE;
            end
            else begin
              if (iWriteRead) begin
                rState <= #1 FIFO_READ;     
              end
              else begin
                rState <= #80 READ_FIFO_WRITE;         
              end
            end
          end
        FIFO_READ:  begin
            rTemp_iWriteEn_in = 1'b1;
            rTemp_iClear_in = 1'b0;
            rState <= #80 LOAD_WRITE;
          end
        LOAD_WRITE: begin
            rWrite_reset <= 0;
            rTemp_enable_pad <= 1'b1;
            if (iSend) begin
              rTemp_iWriteEn_in = 1'b0;
              rTemp_iClear_in = 1'b0;
              rTemp_iReadEn_in = 1'b1;
              rState <= #40 SEND;
            end
            else begin
              rState <= #1 LOAD_WRITE;
            end
            end
        SEND: begin
              rTemp_Write_enable <= 1'b1;
              rState <= #1 WAIT_RESPONSE;
        end
        WAIT_RESPONSE:
         begin
            rTemp_iReadEn_in = 1'b0;
            if (~oComplete_escritura) begin
              rState <= #1 WAIT_RESPONSE;
            end
            else begin
            Contador <= Contador + 1;
            rWrite_reset <= 1;
            if (iBlocks) begin
              rTemp_Complete <= 1;
              rState <= #1 WAIT_ACK;
            end
            else begin
              rState <= #1 LOAD_WRITE;
              end
            end  
          end
          READ_FIFO_WRITE: begin
            rTemp_iWriteEn_in = 1'b1;
            rTemp_iClear_in = 1'b0;
            rState <= #80 READ;
          end
        READ: begin
            rTemp_iWriteEn_in = 1'b0;
            rTemp_iClear_in = 1'b0;
            rTemp_iReadEn_in = 1'b1;
            if (~oComplete_lectura) begin
              rRead_reset <= 0;
              rTemp_Read_enable <= 1'b1;
              rState <= #1 READ;
            end else begin
              rRead_reset <= 1'b0;
              Contador <= Contador + 1;
              if (Contador >= iBlocks) begin
                  rTemp_Complete <= 1;
                  rState <= #1 WAIT_ACK;
              end
              else begin
                  rState <= #1 READ_WRAPPER_RESET;
              end
            end
          end
          READ_WRAPPER_RESET: begin
            rRead_reset <= 1'b1;
            rState <= #1 READ;
          end
          WAIT_ACK: begin
            rTemp_iWriteEn_in = 1'b0;
            rTemp_Write_enable <= 0;
            rTemp_Complete <= 1'b1;
            if (iAck) begin
              rState <= #1 SEND_ACK;
            end
            else begin
              rState <= #1 WAIT_ACK;
            end
          end
          SEND_ACK: begin
              rTemp_oAck <= 1'b1;
              rState <= #1 IDLE;
          end
       default: rState <= #1 IDLE;
    endcase
  end
end
assign oSerial_ready = rTemp_Serial_ready;
assign oComplete = rTemp_Complete;
assign oAck = rTemp_oAck;
assign oRead_enable = rTemp_Read_enable;
assign oWrite_enable = rTemp_Write_enable;
assign oPad_enable = rTemp_enable_pad;
assign oRead_reset = rRead_reset;
assign oWrite_reset = rWrite_reset;
assign oReadEn_in = rTemp_iReadEn_in;
assign oWriteEn_in = rTemp_iWriteEn_in;
assign oClear_in = rTemp_iClear_in;
endmodule  
module serial_parallel
(
  input wire iEnable,
  input wire [7:0] iFrame_size,   
  input wire iSerial,
  input wire iReset,
  input wire iSD_clock,
  output wire [31:0] oParallel,
  output wire oComplete          
);
reg [31:0] rA;   
reg rB;          
  integer i = 0;
  always @ (posedge iSD_clock && iEnable) begin
    if (~iReset) begin
          rA[i] <= iSerial;
          i = i + 1;
          if (i>=32) begin
              rB <= 1;
              i <= 0;
          end
          else begin
              rB <= 0;
          end
    end
    else begin
      rA <= 0;
    end
  end
  assign oParallel = rA;
  assign oComplete = rB;
endmodule  
module parallel_serial
(
  input wire iEnable,
  input wire [7:0] iFrame_size,   
  input wire iReset,
  input wire iSD_clock,
  input wire [31:0] iParallel,
  input wire iMultipleData,
  output wire oSerial,
  output wire [3:0] oSerial_multi,
  output wire oComplete
);
reg rC;   
reg [3:0] rE;   
reg rD;   
  integer j=0;
  always @ (posedge iSD_clock && iEnable) begin
    if (~iReset) begin
        rC <= iParallel[j];
        j = j + 1;
        if (j>=32) begin
            rD <= 1;
            j <= 0;
        end
        else begin
            rD <= 0;
        end
    end
    else begin
      rC <= 0;
      rD <= 0;
    end
end
  assign oSerial = rC;
  assign oComplete = rD;
endmodule  
module pad
(
    input wire iOut_in,        
    input wire iEnable,
    input wire iData,         
    input wire iSD_clock,
    input wire iIo_port,      
    output wire oData        
);
reg      a;
reg      b;
assign iIo_port = iOut_in ? a : 1'bZ ;
assign oData  = b;
always @ (posedge iSD_clock && iEnable)
begin
    b <= iIo_port;
    a <= iData;
end
endmodule  
==> /design/flow/run.sh <==
#!/bin/bash
# OpenROAD 26Q1-2900-gdf79404cd8, Yosys 0.63+post, stock flow scripts
make -C /OpenROAD-flow-scripts/flow DESIGN_CONFIG=/design/flow/config.mk WORK_HOME=/design/flow/orfs finish
==> /design/flow/config.mk <==
export PLATFORM = sky130hd
export DESIGN_NAME = data_send
export DESIGN_NICKNAME = data_send
export VERILOG_FILES = /design/flow/design.v
export SDC_FILE = /design/flow/constraint.sdc
export NUM_CORES = 4
export LEC_CHECK = 1
export CORE_UTILIZATION = 40
==> /design/flow/constraint.sdc <==
current_design data_send

set clk_period 5.9
set clk_io_pct 0.2

create_clock -name clk0 -period $clk_period [get_ports {iSD_clock}]

set non_clock_inputs [all_inputs -no_clocks]
set_input_delay [expr $clk_period * $clk_io_pct] -clock clk0 $non_clock_inputs
set_output_delay [expr $clk_period * $clk_io_pct] -clock clk0 [all_outputs]
==> out/qor.csv <==
stage;metric;value;unit
routing;via count;7779;
clocking;TritonCTS clock tree;built;
synthesis;area reported by Yosys stat;9450;um^2
clocking;clk latency late pin;0.74;ns
worst_setup_path;critical path class;flip-flop to flip-flop;
floorplanning;Die Y;156;um
routing;diodes inserted;0;
sta;fin crit share;74.4;%
synthesis;FFs w/ async S/R, synth;0;%
clocking;post-CTS repair timing setup buffer count;0;
placement;post-DP HPWL;14700;um
synthesis;main area contributors;edfxtp_1 31%, dfxtp_1 11%, nor2_1 5.2%, xnor2_1 5.1%, xor2_1 4.8%;
sta;post-route setup TNS;0;ns
routing;DRT antenna net count;0;
floorplanning;Cell Rows;55;
layout;layout cell share with drive strength beyond 1;7.36;%
routing;post-detailed-routing wire length;21800;um
worst_hold_path;HP Class;flip-flop to clock gate;
power_and_ir_drop;P_leak;3.89;nW
worst_setup_path;internal reg-to-reg setup slack;1.51;ns
clocking;post-CTS resize count;0;
floorplanning;boundary pin count;112;
sta;max-slew violation count;0;
synthesis;#FFs+latches synth;150;
worst_setup_path;Data arrival, critical path;5.03;ns
synthesis;Area leader share;31.5;%
sta;RSZ-0062 raised after global routing;false;
clocking;Hold Buf Count CTS;8;
synthesis;biggest area consumer among synthesized cells;edfxtp_1;
synthesis;Avg Inst Size Synth;8.94;um^2
run;max_cap viols;0;
floorplanning;die area;24200;um^2
global_routing;Total GRT Usage;19.4;%
routing;DRC viols;0;
global_routing;largest net degree at the start of global routing;50;
layout;# fillers;2067;
placement;GP Congestion;0.868;
synthesis;Post-synth top flop;edfxtp_1;
floorplanning;die width;156;um
synthesis;register area share after synthesis;42.3;%
sta;Worst Max-Slew Pin Slew;0.776;ns
sta;Final Critical Period;4.39;ns
synthesis;Post-synth EDFFs;99;
power_and_ir_drop;Tot Pwr;0.00125;W
synthesis;Cell Type Count;78;
global_routing;vias in the first global route;7271;
global_routing;grt ovf;0;
worst_setup_path;CP Launch Type;flip-flop;
worst_setup_path;critical path required time;6.54;ns
synthesis;Ys Warns;6;
sta;clock skew;0.0558;ns
routing;drt pass-1 iters;5;
sta;FMAX;0.228;GHz
synthesis;Mapped Area;9450;um^2
floorplanning;Core ar.;22900;um^2
routing;Vias per Instance;5.50;
global_routing;global-route wire length before repair;36700;um
floorplanning;FP Util;41.2;%
layout;synth-to-layout area growth;17.4;%
power_and_ir_drop;maximum VDD drop;144;uV
synthesis;synthesized instance count;1057;
placement;Port Buffers;57;
run_status;status;finished, final reports clean;
worst_setup_path;CP Max Fanout;18;
sta;endpoints failing hold;0;
power_and_ir_drop;Power per Cell Area;112;nW/um^2
run;tool warning count;80;
routing;Avg WL per Cell;15.4;um
routing;DR iter-0 viols;533;
synthesis;Yosys Instances;1057;
clocking;clock-pin slew on the worst setup and hold paths;0.07;ns
sta;setup violators final;0;
global_routing;number of antenna violations at the first check in global routing;1;
sta;Slew HR;48.1;%
worst_setup_path;CP endpoint kind;flip-flop;
[power by group]
| part | internal [W] | total, W | switching, W |
|---|---|---|---|
| Sequential | 0.000444 | 0.000465 | 0.0000217 |
| Combinational | 0.0000689 | 0.000178 | 0.000109 |
| Clock | 0.000410 | 0.000603 | 0.000193 |
[registers in the layout, summed over array words and instances (netlist names)]
name	count
rRead_reset	1
lectura.rB	1
lectura.rA	32
rTemp_iWriteEn_in	1
rTemp_Serial_ready	1
escritura.j	32
rWrite_reset	1
rTemp_Write_enable	1
escritura.rD	1
Contador	32
rTemp_Read_enable	1
rTemp_iReadEn_in	1
lectura.i	32
rTemp_Complete	1
rTemp_iClear_in	1
rState	10
rTemp_oAck	1
[metrics by stage]
step           setup WS (ns)  hold WS, ns  instances  area (um^2)  utilization (%)
4_1_cts                 1.54        0.100       1414        11100             48.4
3_5_place_dp            1.60        -2.65       1367        10200             44.4
2_1_floorplan          0.865        -2.67       1057         9450                -
3_3_place_gp            1.59        -2.65       1367        10200             44.4
5_1_grt                 1.15        0.159       1414        11100             48.4
6_report                1.51       0.0839       1414        11100             48.4
[area by class of cell]
class	count	area [um^2]	share of cell area [%]
clock buffer	28	701	6.32
clock inverter	11	123	1.11
inverter	26	97.6	0.880
multi-input combinational	809	5040	45.5
sequential	150	3990	36.0
tap	313	392	3.53
timing repair buffer	77	741	6.68
[worst paths after layout]
kind | start | endpoint | cells past startpoint
worst max register to register | lectura.i[0] | lectura.rA[1] | 12
worst max-delay path | lectura.i[0] | lectura.rA[1] | 12
worst min register to register | rState[4] | rState[0] | 2
max in group gated | rTemp_Read_enable | clock gate | 4
worst min-delay path | rTemp_Write_enable | clock gate | 4
min in group clk0 | rState[4] | rState[0] | 2
[metal layers]
layer  track usage [%]  wire length, um  up-vias
met1              31.1            10700     3608
met5                 0               13        -
met4              2.94              325        2
li1                  -                -     3922
met2              27.8             9450      214
met3              5.15             1320       33
[layout by cell type (no fill, tap or decap), types with 31 or more instances in the layout]
cell type        synthesis  layout
nand4_1                 45      45
a21oi_1                 31      31
xnor2_1                 55      55
xor2_1                  52      52
nand3_1                 64      64
nor3_1                  50      50
nand2_1                106     106
dfxtp_1                 51      51
clkdlybuf4s50_1          0      57
nor2_1                 130     130
edfxtp_1                99      99
[critical path, cell delays in order, from the launching register on]
cell and delay, ns:
edfxtp_1 0.35, buf_4 0.21, inv_1 0.14, ha_1 0.41, nor3b_1 0.46, nand4_2 0.30
nor3_1 0.31, xnor2_1 0.18, nand3_1 0.50, a2111oi_1 0.63, and4_1 0.45, nand2_1 0.10
a31o_1 0.22
[Yosys cell counts, drive strengths merged (30+ instances only)]
library cell    n
dfxtp          51
nor4           35
o21ai          35
nand3          64
nor3           52
nor2          130
xnor2          55
edfxtp         99
a21oi          31
clkbuf         42
nand4          49
xor2           52
nand2         106
buf            30
[cell families (layout without fill, tap and decap cells)]
| kind of cell | Yosys count | count (layout) | synth area share, % |
|---|---|---|---|
| AND-OR/OR-AND | 135 | 135 | 9.56 |
| XOR/XNOR | 107 | 107 | 9.92 |
| adder cells (fa/ha/maj) | 13 | 13 | 1.72 |
| buffers and inverters | 98 | 142 | 4.50 |
| flip-flops | 150 | 150 | 42.3 |
| multiplexers | 17 | 17 | 1.81 |
| other | 2 | 2 | 0.0795 |
| AND/OR/NAND/NOR | 535 | 535 | 30.1 |
No activity file was given, so power comes from the tool's default toggle rates.
