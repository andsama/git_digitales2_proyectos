## flow/design.v

```verilog
`timescale 1ns/1ps
module GrayCounter
   #(parameter   COUNTER_WIDTH = 4)
    (output reg  [COUNTER_WIDTH-1:0]    GrayCount_out,   
     input wire                         Enable_in,   
     input wire                         Clear_in,    
     input wire                         Clk);
    reg    [COUNTER_WIDTH-1:0]         BinaryCount;
    always @ (posedge Clk)
        if (Clear_in) begin
            BinaryCount   <= {COUNTER_WIDTH{1'b 0}} + 1;   
            GrayCount_out <= {COUNTER_WIDTH{1'b 0}};       
        end
        else if (Enable_in) begin
            BinaryCount   <= BinaryCount + 1;
            GrayCount_out <= {BinaryCount[COUNTER_WIDTH-1],
                              BinaryCount[COUNTER_WIDTH-2:0] ^ BinaryCount[COUNTER_WIDTH-1:1]};
        end
endmodule
`timescale 1ns/1ps
module aFifo
  #(parameter    DATA_WIDTH    = 32,
                 ADDRESS_WIDTH = 8,
                 FIFO_DEPTH    = (1 << ADDRESS_WIDTH))
    (output reg  [DATA_WIDTH-1:0]        Data_out,
     output reg                          Empty_out,
     input wire                          ReadEn_in,
     input wire                          RClk,
     input wire  [DATA_WIDTH-1:0]        Data_in,
     output reg                          Full_out,
     input wire                          WriteEn_in,
     input wire                          WClk,
     input wire                          Clear_in);
    reg   [DATA_WIDTH-1:0]              Mem [FIFO_DEPTH-1:0];
    wire  [ADDRESS_WIDTH-1:0]           pNextWordToWrite, pNextWordToRead;
    wire                                EqualAddresses;
    wire                                NextWriteAddressEn, NextReadAddressEn;
    wire                                Set_Status, Rst_Status;
    reg                                 Status;
    wire                                PresetFull, PresetEmpty;
    always @ (posedge RClk)
        if (ReadEn_in & !Empty_out)
            Data_out <= Mem[pNextWordToRead];
    always @ (posedge WClk)
        if (WriteEn_in & !Full_out)
            Mem[pNextWordToWrite] <= Data_in;
    assign NextWriteAddressEn = WriteEn_in & ~Full_out;
    assign NextReadAddressEn  = ReadEn_in  & ~Empty_out;
    GrayCounter GrayCounter_pWr
       (.GrayCount_out(pNextWordToWrite),
        .Enable_in(NextWriteAddressEn),
        .Clear_in(Clear_in),
        .Clk(WClk)
       );
    GrayCounter GrayCounter_pRd
       (.GrayCount_out(pNextWordToRead),
        .Enable_in(NextReadAddressEn),
        .Clear_in(Clear_in),
        .Clk(RClk)
       );
    assign EqualAddresses = (pNextWordToWrite == pNextWordToRead);
    assign Set_Status = (pNextWordToWrite[ADDRESS_WIDTH-2] ~^ pNextWordToRead[ADDRESS_WIDTH-1]) &
                         (pNextWordToWrite[ADDRESS_WIDTH-1] ^  pNextWordToRead[ADDRESS_WIDTH-2]);
    assign Rst_Status = (pNextWordToWrite[ADDRESS_WIDTH-2] ^  pNextWordToRead[ADDRESS_WIDTH-1]) &
                         (pNextWordToWrite[ADDRESS_WIDTH-1] ~^ pNextWordToRead[ADDRESS_WIDTH-2]);
    always @ (Set_Status, Rst_Status, Clear_in)  
        if (Rst_Status | Clear_in)
            Status = 0;   
        else if (Set_Status)
            Status = 1;   
    assign PresetFull = Status & EqualAddresses;   
    always @ (posedge WClk, posedge PresetFull)  
        if (PresetFull)
            Full_out <= 1;
        else
            Full_out <= 0;
    assign PresetEmpty = ~Status & EqualAddresses;   
    always @ (posedge RClk, posedge PresetEmpty)   
        if (PresetEmpty)
            Empty_out <= 1;
        else
            Empty_out <= 0;
endmodule
```

## flow/run.sh

```bash
#!/bin/bash
# OpenROAD 26Q1-2900-gdf79404cd8, Yosys 0.63+post, stock flow scripts
make -C /OpenROAD-flow-scripts/flow DESIGN_CONFIG=/design/flow/config.mk WORK_HOME=/design/flow/orfs finish
```

## flow/config.mk

```make
export PLATFORM = sky130hd
export DESIGN_NAME = aFifo
export DESIGN_NICKNAME = aFifo
export VERILOG_FILES = /design/flow/design.v
export SDC_FILE = /design/flow/constraint.sdc
export NUM_CORES = 4
export LEC_CHECK = 1
export CORE_UTILIZATION = 30
export SYNTH_MEMORY_MAX_BITS = 65536
```

## flow/constraint.sdc

```tcl
current_design aFifo

set clk_period 7.9
set clk_io_pct 0.2

create_clock -name clk0 -period $clk_period [get_ports {RClk}]
create_clock -name clk1 -period $clk_period [get_ports {WClk}]

set non_clock_inputs [all_inputs -no_clocks]
set_input_delay [expr $clk_period * $clk_io_pct] -clock clk0 $non_clock_inputs
set_output_delay [expr $clk_period * $clk_io_pct] -clock clk0 [all_outputs]
```

==> results.py <==
# Physical implementation metrics
metrics = {
    "synthesis": {
        "syn_inst": 910,
        "ys_cells": 910,
        "ys_async_sr_fraction_pct": 0.357,
        "ys_ff": 561,
        "top_cell_area_share_pct": 78.2,
        "flop_cell": "edfxtp_1",
        "synth_chip_area_um2": 20900,
        "yosys.area.top_type": "edfxtp_1",
        "ys_warn_count": 4,
        "yosys.cell_count.top_type": "edfxtp_1",
        "netlist_area_um2": 20900,
        "common_cells": "544 x edfxtp_1, 128 x mux4_2, 64 x a22oi_1",
        "area_leaders": "edfxtp_1 78%, mux4_2 14%, a22oi_1 2.3%, dfxtp_1 1.3%, nand2_1 0.65%",
        "syn_avg_cell_area_um2": 23.0,
        "edf_count": 544,
        "yosysUniqueCellTypes": 29,
    },
    "power_and_ir_drop": {
        "p_sw_share_pct": 20.5,
        "clockPowerShare_pct": 41.7,
        "power.density_nw_per_um2": 252,
        "power_mw": 6.21,
        "seqPwrFrac_pct": 53.4,
        "ir_drop_v": 0.000154,
        "leakage_nw": 7.47,
        "p_switching_mw": 1.27,
        "comb_power_share_pct": 4.9,
        "p_int_mw": 4.93,
    },
    "final_timing": {
        "maxSlewViolCount": 0,
        "max_slew_margin_pct": 47.1,
        "finalSetupTns_ps": 0,
        "untimed_endpoints": 1,
        "rsz0062_at_grt": "false",
        "worstMarginPinSlew_ps": 794,
        "setup_violations": 0,
        "whs_ps": 308,
        "unclocked_regs": 1,
        "hold_viol_final": 0,
        "clock_skew_ps": 181,
    },
    "clocking": {
        "cts_tree": "yes",
        "post_cts_buffers": 0,
        "path_clk_slew_ps": 60,
        "postCtsHoldBufs": 0,
        "post_cts_resized": 0,
    },
    "layout": {
        "fill_cells": 6236,
        "combGateArea_um2": 4110,
        "fin_cells": 1993,
        "fin_util_pct": 35.9,
        "syn2layout_area_growth_pct": 17.9,
        "seq_area_um2": 16700,
        "final_layout_size_suffix_gt1_share_pct": 24.5,
    },
    "worst_setup_path": {
        "required_ps": 8110,
        "critPathLaunchType": "primary input",
        "cp_slowest_cell": "or3b_2",
        "rr_endpoint": "Data_out[2]$_DFFE_PP_",
        "max_stage_delay_ps": 590,
        "reg2reg_depth": 5,
        "crit_type": "primary input to flop",
        "cp.arrival_ps": 3670,
        "crit_path_cell_trace": "clkdlybuf4s50_1 -> nor2b_1 -> buf_4 -> or3b_2 -> nor3_2 -> buf_4",
        "cp-startpoint": "WriteEn_in",
        "endpoint_kind": "flop",
        "cp_top_family": "buffers and inverters",
        "crit_path_frequent_cell": "buf_4",
        "crit_end": "Mem[0][20]$_DFFE_PP_",
        "crit_cells": 6,
        "r2r_setup_slack_ps": 4570,
        "crit_buf_inv": 3,
        "reg2reg_from": "GrayCounter_pRd.GrayCount_out[0]$_SDFFE_PP0P_",
        "critPathMaxFanout": 32,
    },
    "worst_hold_path": {
        "hold_path_class": "flop to async pin",
    },
    "global_route": {
        "grt_overflow": 0,
        "grt_pass1_vias": 10500,
        "grt_max_degree": 53,
        "grt_pass1_wl_mm": 66.3,
        "gr-usage-all-layers_pct": 13.9,
        "antenna_found_initial": 0,
    },
    "placed_design": {
        "dpl.cell_count": 1890,
        "io_buffers": 69,
        "routabilityCongestion": 0.786,
        "dp_hpwl_mm": 25.4,
    },
    "floorplan": {
        "initCoreUtil_pct": 30.4,
        "row_count": 96,
        "dieArea_um2": 70700,
        "pin_count": 71,
        "coreArea_um2": 68700,
        "chipWidth_um": 266,
        "die_y_um": 266,
    },
    "routing": {
        "post_drt_wl_per_cell_um": 22.4,
        "remaining_drc_errors": 0,
        "ant_nets": 0,
        "via_count": 9414,
        "dr.pass1.iters": 4,
        "via_per_inst": 4.72,
        "drt_wl_total_mm": 44.7,
        "drt_iter0_drc": 467,
        "insertedDiodeCount": 0,
    },
    "status": {
        "status": "completed",
    },
    "job": {
        "drv_cap": 0,
        "openroad.warnings": 26,
    },
}
## layout by cell type (no fill, tap or decap), drive strengths merged, types with 5 or more instances in the layout
| cell type | instances |
|---|---|
| nor2 | 25 |
| xor2 | 8 |
| a22oi | 64 |
| dfxtp | 14 |
| nand2 | 36 |
| bufinv | 5 |
| clkbuf | 67 |
| mux2i | 6 |
| buf | 28 |
| clkdlybuf4s50 | 69 |
| clkinv | 26 |
| mux4 | 128 |
| edfxtp | 544 |
## power groups by stage
| stage | logic, mW | clock network [mW] | registers, mW |
|---|---|---|---|
| 4_1_cts | 0.313 | 2.65 | 3.32 |
| 5_1_grt | 0.335 | 2.77 | 3.32 |
| 6_report | 0.304 | 2.59 | 3.32 |
## cells by family after synthesis
logic type	synth area share, %
flip-flops	79.7
multiplexers	14.1
AND/OR/NAND/NOR	1.75
AND-OR/OR-AND	2.37
buffers and inverters	1.22
XOR/XNOR	0.503
adder cells (fa/ha/maj)	0.239
other	0.0179
latches	0.0718
## layout make-up
class | count | area share [%]
flip-flops and latches | 561 | 67.7
well taps | 931 | 4.73
repair buffers | 97 | 3.65
multi-input cells | 300 | 16.7
clock buffers | 67 | 5.98
clock inverters | 36 | 1.25
inverters | 1 | 0.0152
## flip-flops by register name (all words and copies together), names as in the netlist
name,cells
GrayCounter_pWr.BinaryCount,4
Mem,512
GrayCounter_pRd.GrayCount_out,4
Data_out,32
GrayCounter_pWr.GrayCount_out,3
Status,1
Empty_out,1
Full_out,1
GrayCounter_pRd.BinaryCount,3
## worst min path at each step
| stage | from | end | cells past startpoint | slack, ps |
|---|---|---|---|---|
| final | GrayCounter_pRd.GrayCount_out[2]$_SDFFE_PP0P_ | Full_out$_DFF_PP1_ | 3 | 310 |
| after CTS | GrayCounter_pRd.GrayCount_out[2]$_SDFFE_PP0P_ | Full_out$_DFF_PP1_ | 3 | 320 |
| after global routing | GrayCounter_pRd.GrayCount_out[3]$_SDFFE_PP0P_ | Full_out$_DFF_PP1_ | 3 | 370 |
## worst reg2reg max path, cell delays in order (launching register included)
cell	delay (ps)
dfxtp_4	530
buf_4	620
buf_4	670
mux4_2	610
a22oi_1	480
nand2_1	160
## per-stage QoR
step,area (um2),worst slack (ps)
finish,24700,4440
global route,24700,4230
CTS,24700,4460
detailed placement,22900,3870
global placement,22900,3850
floorplan,20900,2840
## metal layers
| metal | track usage [%] | share of wire, % | vias to the layer above |
|---|---|---|---|
| li1 | - | - | 4059 |
| met1 | 15.9 | 34 | 4836 |
| met2 | 20.7 | 47 | 472 |
| met3 | 11.4 | 16 | 47 |
| met4 | 2.13 | 1.9 | 0 |
| met5 | 0 | 0 | - |
Power is estimated from default activity; no workload was simulated.
